--- design/flow/design.v ---
module halfadder(A,B,S,C);
    input A,B;
    output S,C;
    xor(S,A,B);
    and(C,A,B);
endmodule
module fulladder(A,B,Cin,S,Cout);
    input A,B,Cin;
    output S, Cout;
    wire Y1;
    wire Y2;
    wire Y3;
    halfadder ha1(A,B,Y1,Y2);
    halfadder ha2(Y1,Cin,S,Y3);
    or(Cout,Y3,Y2);
endmodule
module subtractor(A,B,S,Op,On);
    input signed [15:0] A;
    input signed[15:0] B;
    output signed[15:0] S;
    output Op, On;
    parameter Cin=1'b1;
    wire [15:0] C;
    wire V;
    fulladder fa1(A[0],~B[0],Cin, S[0],C[0]);
    fulladder fa2(A[1],~B[1],C[0],S[1],C[1]);
    fulladder fa3(A[2],~B[2],C[1],S[2],C[2]);
    fulladder fa4(A[3],~B[3],C[2],S[3],C[3]);
    fulladder fa5(A[4],~B[4],C[3],S[4],C[4]);
    fulladder fa6(A[5],~B[5],C[4],S[5],C[5]);
    fulladder fa7(A[6],~B[6],C[5],S[6],C[6]);
    fulladder fa8(A[7],~B[7],C[6],S[7],C[7]);
    fulladder fa9(A[8],~B[8],C[7], S[8],C[8]);
    fulladder fa10(A[9],~B[9],C[8],S[9],C[9]);
    fulladder fa11(A[10],~B[10],C[9],S[10],C[10]);
    fulladder fa12(A[11],~B[11],C[10],S[11],C[11]);
    fulladder fa13(A[12],~B[12],C[11],S[12],C[12]);
    fulladder fa14(A[13],~B[13],C[12],S[13],C[13]);
    fulladder fa15(A[14],~B[14],C[13],S[14],C[14]);
    fulladder fa16(A[15],~B[15],C[14],S[15],C[15]);
    xor(V,C[15],C[14]);
    assign Op = (V & ~C[15]);
    assign On = (V & C[15]);
endmodule
--- design/flow/run.sh ---
#!/bin/bash
# OpenROAD 26Q1-2900-gdf79404cd8, Yosys 0.63+post, stock flow scripts
make -C /OpenROAD-flow-scripts/flow DESIGN_CONFIG=/design/flow/config.mk WORK_HOME=/design/flow/orfs finish
--- design/flow/config.mk ---
export PLATFORM = sky130hd
export DESIGN_NAME = subtractor
export DESIGN_NICKNAME = subtractor
export VERILOG_FILES = /design/flow/design.v
export SDC_FILE = /design/flow/constraint.sdc
export NUM_CORES = 4
export LEC_CHECK = 1
export CORE_AREA = 10 10 71 71
export DIE_AREA = 0 0 81 81
--- design/flow/constraint.sdc ---
current_design subtractor

set clk_period 19.3
set clk_io_pct 0.2

create_clock -name clk0 -period $clk_period

set non_clock_inputs [all_inputs -no_clocks]
set_input_delay [expr $clk_period * $clk_io_pct] -clock clk0 $non_clock_inputs
set_output_delay [expr $clk_period * $clk_io_pct] -clock clk0 [all_outputs]
==> results.ini <==
[outcome]
status=finished clean

[floorplan]
dieHeight_um=81
top_level_ports=50
core_um2=3630
die-width_um=81
rows=22
die-area_um2=6560
core_util_floorplan_pct=15.6

[final_timing]
setup_tns_ns=0
post-route-min-period_ns=14.88
setup_violations=0
relSlewSlack_pct=92.3
drv_slew=0
period_used_pct=77.1
worst_pin_slew_ns=0.115
rsz0062_at_grt=no
hold_viol_final=0
fmax_mhz=67.2

[grt]
gr-usage-all-layers_pct=3.91
antenna_found_initial=0
grt_overflow=0
grt_max_degree=4
first_global_vias=509
grt_pass1_wl_um=2100

[worst_setup_path]
slowest_stage=clkdlybuf4s50_1
crit_arrival_ns=11.02
worst_path_largest_cell_delay_ns=0.46
critPathMaxFanout=3
end_kind=output port
startpoint_type=primary input
crit_top_cell=fa_1
path_cells=clkdlybuf4s50_1 -> inv_1 -> ha_1 -> fa_1 -> fa_1 -> fa_1 -> fa_1 -> fa_1 -> fa_1 -> fa_1 -> fa_1 -> fa_1 -> fa_1 -> fa_1 -> fa_1 -> fa_1 -> fa_1 -> fa_1 -> and2b_2 -> clkdlybuf4s50_1
crit_required_ns=15.44
worst-setup-path-type=primary input to output port

[clock_network]
post_cts_buffers=0
postCtsHoldBufs=0
cts-resized-gates=0

[yosys]
synth.avg_cell_area_um2=8.61
fa_ha_area_share_pct=55.1
syn_area_um2=568
top_logic_kind=adder cells
synth.top_cell.area_share_pct=52.9
yosys.area.top_type=fa_1
synth-xor-area-share_pct=0
synthAoiAreaFrac_pct=0
syn_inst=66
ys_cells=66
ys_sh_mux_pct=0
synth_cell_type_count=6
ys_area_um2=568
area_leaders=fa_1 53%, buf_4 21%, inv_1 21%, ha_1 2.2%, and2b_2 1.5%
ys_warn_count=0
simple_gate_share_pct=2.64
synth_seq_share_pct=0

[finish]
drive_above_1_share_pct=1.00
lay_top_cells=50 x clkdlybuf4s50_1, 32 x inv_1, 15 x fa_1
n_sequential_cell=0
layout.area.comb_um2=328
n_fill_cell=378
area.growth.synth_to_final_pct=77.5
clockBufferCount=0
lay_top_count=clkdlybuf4s50_1
ff_latch_area_um2=0
final_core_util_pct=27.8

[drt]
wirelength_um=1340
vias=451
drt-pass1-iter-count=1
drc=0
drt_iter0_drc=0
ant_nets=0
routed_via_density=3.05
num_antenna_cells=0
routedWlPerCell_um=9.07

[worst_hold_path]
hold_class=primary input to output port

[power]
p_leak_nw=0.491
powerDensity_nw_per_um2=29.1
max-vdd-ir-drop_mv=0.0110

[job]
warnings=32
drv_cap=0

[placed_design]
gp_congestion=0.789
portBuffers=50
hpwl_um=1330

layer usage:
layer | share of wire [%] | global-route usage (%) | up-vias
li1 | - | - | 219
met1 | 40 | 4.67 | 191
met2 | 34 | 5.65 | 41
met3 | 26 | 3.34 | 0
met4 | 0 | 0 | 0
met5 | 0 | 0 | -
where the power goes:
part | total [W] | internal (W) | switching, W | leakage, nW
logic | 0.0000293 | 0.0000212 | 0.00000812 | 0.491
clock network | 0 | 0 | 0 | 0
registers | 0 | 0 | 0 | 0
total | 0.0000293 | 0.0000212 | 0.00000812 | 0.491
cells in the mapped netlist (all sizes together):
cell,number
inv,32
nor2b,1
buf,16
and2b,1
ha,1
fa,15
stage by stage:
| stage | setup slack (ns) | hold WS [ns] | area (um2) | power (W) | std cells |
|---|---|---|---|---|---|
| after floorplan | 5.42 | 7.90 | 568 | 0.0000161 | 66 |
| after global placement | 4.40 | 8.72 | 1010 | 0.0000301 | 148 |
| after detailed placement | 4.37 | 8.73 | 1010 | 0.0000303 | 148 |
| after CTS | 4.36 | 8.73 | 1010 | 0.0000305 | 148 |
| after global routing | 4.13 | 8.78 | 1010 | 0.0000338 | 148 |
| final | 4.42 | 8.72 | 1010 | 0.0000293 | 148 |
critical path, delay by kind of cell:
| family | cells | cell delay (ns) |
|---|---|---|
| and+or+nand+nor | 1 | 0.20 |
| adders and majority gates | 16 | 6.05 |
| buffers and inverters | 3 | 0.91 |
final cells by class:
class	count	area share, %
Inverter	32	11.9
Timing Repair Buffer	50	49.6
Multi-Input combinational cell	18	32.5
Tap cell	48	5.96
worst paths after layout:
kind / startpoint / to / slack [ns] / depth (start not counted)
worst max-delay path: A[0] / Op / 4.42 / 20
worst min-delay path: B[0] / S[0] / 8.72 / 4
cells by family after synthesis:
logic type	after synthesis
adders and majority gates	16
and+or+nand+nor	2
buffers and inverters	48
Power and IR drop assume default switching activity.
